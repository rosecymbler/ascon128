[/design/flow/run.sh]
#!/bin/bash
# OpenROAD 26Q1-2900-gdf79404cd8, Yosys 0.63+post, stock flow scripts
make -C /OpenROAD-flow-scripts/flow DESIGN_CONFIG=/design/flow/config.mk WORK_HOME=/design/flow/orfs finish
[/design/flow/config.mk]
export PLATFORM = sky130hd
export DESIGN_NAME = permutation
export DESIGN_NICKNAME = permutation
export VERILOG_FILES = /design/flow/design.v
export SDC_FILE = /design/flow/constraint.sdc
export NUM_CORES = 4
export LEC_CHECK = 1
export CORE_UTILIZATION = 30
export SYNTH_HDL_FRONTEND = slang
export SYNTH_MEMORY_MAX_BITS = 65536
[/design/flow/constraint.sdc]
current_design permutation

set clk_period 2.7
set clk_io_pct 0.2

create_clock -name clk0 -period $clk_period [get_ports {clock_i}]

set non_clock_inputs [all_inputs -no_clocks]
set_input_delay [expr $clk_period * $clk_io_pct] -clock clk0 $non_clock_inputs
set_output_delay [expr $clk_period * $clk_io_pct] -clock clk0 [all_outputs]
[/design/flow/design.v]
package ascon_pack;
	typedef logic[0:4][63:0] type_state;
	localparam logic [7:0]	 round_constant [0:11] = {8'hF0, 8'hE1, 8'hD2, 8'hC3, 8'hB4, 8'hA5, 8'h96, 8'h87, 8'h78, 8'h69, 8'h5A, 8'h4B};
endpackage : ascon_pack
`timescale 1ns / 1ps 
module constant_addition import ascon_pack::*;
	(
		input type_state constant_add_i,
		input logic [3:0] round_i,    
		output type_state constant_add_o
	);
	assign  constant_add_o[0] = constant_add_i[0];
	assign  constant_add_o[1] = constant_add_i[1];	
	assign constant_add_o[2][63:8] = constant_add_i[2][63:8];
	assign constant_add_o[2][7:0] = constant_add_i[2][7:0] ^ round_constant[round_i];
	assign  constant_add_o[3] = constant_add_i[3];
	assign  constant_add_o[4] = constant_add_i[4];		
endmodule : constant_addition
`timescale 1ns/1ps
module diffusion_layer import ascon_pack::*;
	(
		input type_state diffusion_i,
		output type_state diffusion_o
	);
	assign diffusion_o[0] = diffusion_i[0] ^ {diffusion_i[0][18:0], diffusion_i[0][63:19]} ^ {diffusion_i[0][27:0], diffusion_i[0][63:28]};
	assign diffusion_o[1] = diffusion_i[1] ^ {diffusion_i[1][60:0], diffusion_i[1][63:61]} ^ {diffusion_i[1][38:0], diffusion_i[1][63:39]};
	assign diffusion_o[2] = diffusion_i[2] ^ {diffusion_i[2][0], diffusion_i[2][63:1]} ^ {diffusion_i[2][5:0], diffusion_i[2][63:6]};
	assign diffusion_o[3] = diffusion_i[3] ^ {diffusion_i[3][9:0], diffusion_i[3][63:10]} ^ {diffusion_i[3][16:0], diffusion_i[3][63:17]};
	assign diffusion_o[4] = diffusion_i[4] ^ {diffusion_i[4][6:0], diffusion_i[4][63:7]} ^ {diffusion_i[4][40:0], diffusion_i[4][63:41]};
endmodule : diffusion_layer
`timescale 1ns/1ps
module permutation import ascon_pack::*;
	(
	 	input logic clock_i,
	 	input logic resetb_i,
		input logic[3:0] round_i,
		input logic input_select_i,
		input type_state permutation_i,
		output type_state permutation_o,
		input logic ena_reg_state_i
	);
	type_state const_add_to_subs_s;
	type_state register_output_s;
	type_state mux_to_const_add_s;
	type_state subs_to_diff_s;
	type_state diff_to_reg_s;
	assign mux_to_const_add_s = (input_select_i) ? permutation_i :register_output_s;
	constant_addition constant_addition_inst
	(
		.constant_add_i(mux_to_const_add_s),
		.round_i(round_i),	
		.constant_add_o(const_add_to_subs_s)
	);
	substitution_layer substitution_layer_inst
	(
		.sub_layer_i(const_add_to_subs_s),
		.sub_layer_o(subs_to_diff_s)	
	);
	diffusion_layer diffusion_layer_inst
	(
		.diffusion_i(subs_to_diff_s),
		.diffusion_o(diff_to_reg_s)
	);
	register_state register_state_inst
	(
		.clock_i(clock_i),
		.resetb_i(resetb_i),
		.register_i(diff_to_reg_s),
		.en_i(ena_reg_state_i),
		.register_o(register_output_s)
	);
	assign permutation_o = register_output_s;
endmodule : permutation
`timescale  1ns/1ps
module register_state import ascon_pack::*;
	(
	 input logic	clock_i,
	 input logic	resetb_i,
	 input		type_state register_i,
	 input logic    en_i,
	 output		type_state register_o
	 );
	type_state register_s;
	always @ (posedge clock_i, negedge resetb_i) begin
		if (resetb_i == 1'b0) begin 
			register_s <= {64'h0, 64'h0, 64'h0, 64'h0, 64'h0};
		end
		else begin
			if (en_i == 1'b1)  
				begin
				register_s <= register_i;
				end
			else register_s <= register_s;  
		end
	end
	assign register_o = register_s;
endmodule : register_state
`timescale 1ns / 1ps
module sbox import ascon_pack::*;
	(
		input logic[4:0] sbox_i,
		output logic[4:0] sbox_o
	);
	always_comb begin : comb_sbox
		case (sbox_i) 
			5'h00: sbox_o = 5'h04;
			5'h01: sbox_o = 5'h0B;
			5'h02: sbox_o = 5'h1F;
			5'h03: sbox_o = 5'h14;
			5'h04: sbox_o = 5'h1A;
			5'h05: sbox_o = 5'h15;
			5'h06: sbox_o = 5'h09;
			5'h07: sbox_o = 5'h02;
			5'h08: sbox_o = 5'h1B;
			5'h09: sbox_o = 5'h05;
			5'h0A: sbox_o = 5'h08;
			5'h0B: sbox_o = 5'h12;
			5'h0C: sbox_o = 5'h1D;
			5'h0D: sbox_o = 5'h03;
			5'h0E: sbox_o = 5'h06;
			5'h0F: sbox_o = 5'h1C;
			5'h10: sbox_o = 5'h1E;
			5'h11: sbox_o = 5'h13;
			5'h12: sbox_o = 5'h07;
			5'h13: sbox_o = 5'h0E;
			5'h14: sbox_o = 5'h00;
			5'h15: sbox_o = 5'h0D;
			5'h16: sbox_o = 5'h11;
			5'h17: sbox_o = 5'h18;
			5'h18: sbox_o = 5'h10;
			5'h19: sbox_o = 5'h0C;
			5'h1A: sbox_o = 5'h01;
			5'h1B: sbox_o = 5'h19;
			5'h1C: sbox_o = 5'h16;
			5'h1D: sbox_o = 5'h0A;
			5'h1E: sbox_o = 5'h0F;
			5'h1F: sbox_o = 5'h17;
		endcase 
	end : comb_sbox
endmodule : sbox
`timescale 1ns/1ps
module substitution_layer import ascon_pack::*;
	(
		input type_state sub_layer_i,
		output type_state sub_layer_o
	);
	genvar i;
	generate
		for (i=0; i < 64; i++) begin : generate_sbox  
			sbox instance_sbox
			(
				.sbox_i({sub_layer_i[0][i], sub_layer_i[1][i], sub_layer_i[2][i], sub_layer_i[3][i], sub_layer_i[4][i]}),
				.sbox_o({sub_layer_o[0][i], sub_layer_o[1][i], sub_layer_o[2][i], sub_layer_o[3][i], sub_layer_o[4][i]})
			);
		end
	endgenerate
endmodule : substitution_layer
==> flow_metrics.env <==
# source this file to load flow results
export IMPL_run_status="complete, but fails checks"
export IMPL_failing_checks="negative setup slack"
export IMPL_final_common_cell="sky130_fd_sc_hd__buf_4"
export IMPL_dieArea_mm2=0.110
export IMPL_largest_reg_flops=320
export IMPL_port_buffers=647
export IMPL_clk_latency_ps=620
export IMPL_crit_path_max_incr_delay_ps=440
export IMPL_tool_warnings=92
export IMPL_async_flop_share_pct=100
export IMPL_detail_route_first_pass_iterations=6
export IMPL_crit_required_ps=3170
export IMPL_place_hpwl_um=154000
export IMPL_vias=32250
export IMPL_worstMarginPinSlew_ps=798
export IMPL_crit_path_top_delay_cell="sky130_fd_sc_hd__xnor2_1"
export IMPL_die_size_x_um=332
export IMPL_finalWorstSetupSlack_ps=-50.6
export IMPL_die_h_um=332
export IMPL_groute_usage_overall_pct=33.0
export IMPL_finalWeightedCongestion=1.05
export IMPL_area_added_between_synthesis_and_finish_pct=64.2
export IMPL_synth_flops=320
export IMPL_post_route_period_util_pct=102
export IMPL_vias_per_cell=4.87
export IMPL_post_route_cells_drive_above_1_share_pct=36.4
export IMPL_timing_max_slew_rel_slack_pct=45.3
export IMPL_layout_area_comb_mm2=0.0248
export IMPL_core_utilization_before_placement_pct=30.4
export IMPL_n_fill_cell=9804
export IMPL_finalClockSkew_ps=36.1
export IMPL_synth_area_leader_cell="sky130_fd_sc_hd__dfrtp_1"
export IMPL_regArea_mm2=0.00801
export IMPL_drv_max_cap_violation_count=0
export IMPL_fmax_mhz=364
export IMPL_root_buffer="sky130_fd_sc_hd__clkbuf_16"
export IMPL_yosys_stat_seqShare_pct=24.5
export IMPL_detail_route_wirelength_um=181000
export IMPL_syn_cell_area_mm2=0.0327
export IMPL_layout_top_cells="sky130_fd_sc_hd__buf_4, sky130_fd_sc_hd__xnor2_1, sky130_fd_sc_hd__clkdlybuf4s50_1, sky130_fd_sc_hd__mux2i_1, sky130_fd_sc_hd__dfrtp_1"
export IMPL_regToRegStartpoint="register_state_inst.register_o[44]"
export IMPL_synthesized_instance_count=3371
export IMPL_hold_path_class="in -> async"
export IMPL_ys_warn_count=0
export IMPL_path_depth=12
export IMPL_worst_endpoint_arrival_ps=3220
export IMPL_yosys_stat_chipArea_mm2=0.0327
export IMPL_global_route_wire_length_before_repair_um=247000
export IMPL_endpoint_kind="register"
export IMPL_clockBufferDepth=3
export IMPL_ff_type="sky130_fd_sc_hd__dfrtp_1"
export IMPL_cts_buffers=45
export IMPL_cp_max_fo=23
export IMPL_tritoncts="yes"
export IMPL_reg2reg_capture_point="register_state_inst.register_o[239]"
export IMPL_slew_viol_final=0
export IMPL_netlist_cell_type_count=48
export IMPL_yosys_cells=3371
export IMPL_finish_utilization_pct=49.9
export IMPL_synth_edff_count=0
export IMPL_num_io_pins=648
export IMPL_drt_antenna_violating_nets=0
export IMPL_final_count_of_hold_timing_violations=0
export IMPL_worst_r2r_cell_count=9
export IMPL_drcViolationCount=0
export IMPL_area_share_top_type_pct=24.5
export IMPL_final_min_clock_period_ps=2750
export IMPL_grt_setup_unrepaired="true"
export IMPL_preCtsSetupSlack_ps=-694
export IMPL_mean_post_synth_cell_area_um2=9.69
export IMPL_top_cells_by_area="sky130_fd_sc_hd__dfrtp_1, sky130_fd_sc_hd__xnor2_1, sky130_fd_sc_hd__mux2i_1"
export IMPL_cts_max_level=2
export IMPL_floorplan_rows=120
export IMPL_grt_overflow_total=0
export IMPL_clkSlewWorstSetupHoldPaths_ps=60
export IMPL_antenna_found_initial=6
export IMPL_worstPathCellList="buf_12 > buf_16 > buf_12 > mux2i_2 > inv_1 > ha_1 > buf_4 > mux2i_2 > buf_4 > xnor2_1 > xnor2_1 > a21oi_1"
export IMPL_worstSetupPathType="in -> reg"
export IMPL_reg2reg_setup_slack_ps=40
export IMPL_setup_viol_count_final=1
export IMPL_critPathTopFamily="buffers and inverters"
export IMPL_clock_sink_count=320
export IMPL_core_area_mm2=0.108
export IMPL_drt_iter0_drc=2154
export IMPL_post_drt_wl_per_cell_um=27.4
export IMPL_sort_of_element_at_the_start_of_the_critical_path="primary input"
export IMPL_timing_critical_path_buf_inv=6
export IMPL_first_global_vias=31839
export IMPL_grt_start_max_net_pins=64
## synthesized netlist by cell type (all sizes together), types with 8 or more instances
cell type,count
a21boi,52
a21oi,249
a221oi,8
buf,61
clkbuf,53
dfrtp,320
ha,128
inv,134
maj3,58
mux2,227
mux2i,473
nand2,79
nor2,257
o21ai,65
o221ai,8
o22ai,52
xnor2,914
xor2,196
## cells by family (layout without fill, tap and decap cells)
group,count (synthesis),after routing,synth area share [%]
flip-flops,320,320,24.5
buffers and inverters,248,2092,3.62
adder cells (fa/ha/maj),186,186,6.71
XOR/XNOR,1111,1111,30.3
other,0,1,0
AND/OR/NAND/NOR,358,358,4.29
multiplexers,700,700,22.5
AND-OR/OR-AND,448,448,8.11
## metal layers
layer	vias up	global-route usage (%)	routed length [um]
met4	10	10.6	7180
met1	15793	43.8	75100
met2	1144	53.5	85100
li1	15038	-	-
met3	265	7.94	13700
met5	-	0	57
## stage by stage
stage               cells  instance area [um2]  hold slack [ps]  TNS (ps)
floorplan            3371                33900              244    -60180
global placement     6532                51800              517   -111550
detailed placement   6532                51800              524   -112670
CTS                  6616                53400             95.1     -6.17
global route         6618                53600              111      -121
finish               6619                53600              103     -50.6
## worst max path at each step
stage     slack, ps           start                                   to
4_1_cts          -6  input_select_i  register_state_inst.register_o[216]
6_report        -50  input_select_i  register_state_inst.register_o[262]
5_1_grt         -40  input_select_i  register_state_inst.register_o[251]
## timing repair
action,in CTS,in global routing
hold buffers,1,0
buffers inserted,0,1
endpoints found under the setup margin,6,51
endpoints found under the hold margin,48,0
pin swaps,0,4
resized,6,29
cloned,0,1
## cell type report
type	instances	area share, %
multi-input combinational	2803	46.2
timing repair buffer	1875	31.7
sequential	320	14.9
tap	1403	3.27
clock buffer	60	2.34
inverter	134	0.938
clock inverter	23	0.628
antenna	1	0.00467
