[flow/run.sh]
#!/bin/bash
# OpenROAD 26Q1-2900-gdf79404cd8, Yosys 0.63+post, stock flow scripts
make -C /OpenROAD-flow-scripts/flow DESIGN_CONFIG=/design/flow/config.mk WORK_HOME=/design/flow/orfs finish
[flow/config.mk]
export PLATFORM = sky130hd
export DESIGN_NAME = permutation_xor
export DESIGN_NICKNAME = permutation_xor
export VERILOG_FILES = /design/flow/design.v
export SDC_FILE = /design/flow/constraint.sdc
export NUM_CORES = 4
export LEC_CHECK = 1
export CORE_AREA = 10 10 496 496
export DIE_AREA = 0 0 506 506
export SYNTH_HDL_FRONTEND = slang
export SYNTH_MEMORY_MAX_BITS = 65536
[flow/constraint.sdc]
current_design permutation_xor

set clk_period 4.5
set clk_io_pct 0.2

create_clock -name clk0 -period $clk_period [get_ports {clock_i}]

set non_clock_inputs [all_inputs -no_clocks]
set_input_delay [expr $clk_period * $clk_io_pct] -clock clk0 $non_clock_inputs
set_output_delay [expr $clk_period * $clk_io_pct] -clock clk0 [all_outputs]
[flow/design.v]
package ascon_pack;
	typedef logic[0:4][63:0] type_state;
	localparam logic [7:0]	 round_constant [0:11] = {8'hF0, 8'hE1, 8'hD2, 8'hC3, 8'hB4, 8'hA5, 8'h96, 8'h87, 8'h78, 8'h69, 8'h5A, 8'h4B};
endpackage : ascon_pack
`timescale 1ns / 1ps 
module constant_addition import ascon_pack::*;
	(
		input type_state constant_add_i,
		input logic [3:0] round_i,    
		output type_state constant_add_o
	);
	assign  constant_add_o[0] = constant_add_i[0];
	assign  constant_add_o[1] = constant_add_i[1];	
	assign constant_add_o[2][63:8] = constant_add_i[2][63:8];
	assign constant_add_o[2][7:0] = constant_add_i[2][7:0] ^ round_constant[round_i];
	assign  constant_add_o[3] = constant_add_i[3];
	assign  constant_add_o[4] = constant_add_i[4];		
endmodule : constant_addition
`timescale 1ns/1ps
module diffusion_layer import ascon_pack::*;
	(
		input type_state diffusion_i,
		output type_state diffusion_o
	);
	assign diffusion_o[0] = diffusion_i[0] ^ {diffusion_i[0][18:0], diffusion_i[0][63:19]} ^ {diffusion_i[0][27:0], diffusion_i[0][63:28]};
	assign diffusion_o[1] = diffusion_i[1] ^ {diffusion_i[1][60:0], diffusion_i[1][63:61]} ^ {diffusion_i[1][38:0], diffusion_i[1][63:39]};
	assign diffusion_o[2] = diffusion_i[2] ^ {diffusion_i[2][0], diffusion_i[2][63:1]} ^ {diffusion_i[2][5:0], diffusion_i[2][63:6]};
	assign diffusion_o[3] = diffusion_i[3] ^ {diffusion_i[3][9:0], diffusion_i[3][63:10]} ^ {diffusion_i[3][16:0], diffusion_i[3][63:17]};
	assign diffusion_o[4] = diffusion_i[4] ^ {diffusion_i[4][6:0], diffusion_i[4][63:7]} ^ {diffusion_i[4][40:0], diffusion_i[4][63:41]};
endmodule : diffusion_layer
`timescale 1ns/1ps
module permutation_xor import ascon_pack::*;
	(
	 	input logic clock_i,
	 	input logic resetb_i,
		input logic[3:0] round_i,
		input logic input_select_i,
		input type_state permutation_i,
		output type_state permutation_o,
		input logic[63:0] data_xor_up_i,
		input logic[255:0] data_xor_down_i,
		input logic ena_xor_up_i,
		input logic ena_xor_down_i,	
		input logic ena_reg_state_i	
	);
	type_state const_add_to_subs_s;
	type_state register_output_s;
	type_state mux_to_xor_up_s;
	type_state xor_up_to_const_add_s;
	type_state subs_to_diff_s;
	type_state diff_to_xor_down_s;
	type_state xor_down_to_register_s;
	logic[63:0] xor_up_output_s;
	logic[255:0] xor_down_output_s;
	assign mux_to_xor_up_s = (input_select_i) ? permutation_i : register_output_s;
	xor_up xor_up_inst
	(
		.data_xor_up_i(data_xor_up_i),
		.ena_xor_up_i(ena_xor_up_i),
		.state_i(mux_to_xor_up_s),
		.state_o(xor_up_to_const_add_s)
	);
	constant_addition constant_addition_inst
	(
		.constant_add_i(xor_up_to_const_add_s),
		.round_i(round_i),	
		.constant_add_o(const_add_to_subs_s)
	);
	substitution_layer substitution_layer_inst
	(
		.sub_layer_i(const_add_to_subs_s),
		.sub_layer_o(subs_to_diff_s)	
	);
	diffusion_layer diffusion_layer_inst
	(
		.diffusion_i(subs_to_diff_s),
		.diffusion_o(diff_to_xor_down_s)
	);
	xor_down xor_down_inst
	(
		.data_xor_down_i(data_xor_down_i),
		.ena_xor_down_i(ena_xor_down_i),
		.state_i(diff_to_xor_down_s),
		.state_o(xor_down_to_register_s)
	);
	register_state register_state_inst
	(
		.clock_i(clock_i),
		.resetb_i(resetb_i),
		.register_i(xor_down_to_register_s),
		.en_i(ena_reg_state_i),
		.register_o(register_output_s)
	);
	assign permutation_o = register_output_s;
endmodule : permutation_xor
`timescale  1ns/1ps
module register_state import ascon_pack::*;
	(
	 input logic	clock_i,
	 input logic	resetb_i,
	 input		type_state register_i,
	 input logic    en_i,
	 output		type_state register_o
	 );
	type_state register_s;
	always @ (posedge clock_i, negedge resetb_i) begin
		if (resetb_i == 1'b0) begin 
			register_s <= {64'h0, 64'h0, 64'h0, 64'h0, 64'h0};
		end
		else begin
			if (en_i == 1'b1)  
				begin
				register_s <= register_i;
				end
			else register_s <= register_s;  
		end
	end
	assign register_o = register_s;
endmodule : register_state
`timescale 1ns / 1ps
module sbox import ascon_pack::*;
	(
		input logic[4:0] sbox_i,
		output logic[4:0] sbox_o
	);
	always_comb begin : comb_sbox
		case (sbox_i) 
			5'h00: sbox_o = 5'h04;
			5'h01: sbox_o = 5'h0B;
			5'h02: sbox_o = 5'h1F;
			5'h03: sbox_o = 5'h14;
			5'h04: sbox_o = 5'h1A;
			5'h05: sbox_o = 5'h15;
			5'h06: sbox_o = 5'h09;
			5'h07: sbox_o = 5'h02;
			5'h08: sbox_o = 5'h1B;
			5'h09: sbox_o = 5'h05;
			5'h0A: sbox_o = 5'h08;
			5'h0B: sbox_o = 5'h12;
			5'h0C: sbox_o = 5'h1D;
			5'h0D: sbox_o = 5'h03;
			5'h0E: sbox_o = 5'h06;
			5'h0F: sbox_o = 5'h1C;
			5'h10: sbox_o = 5'h1E;
			5'h11: sbox_o = 5'h13;
			5'h12: sbox_o = 5'h07;
			5'h13: sbox_o = 5'h0E;
			5'h14: sbox_o = 5'h00;
			5'h15: sbox_o = 5'h0D;
			5'h16: sbox_o = 5'h11;
			5'h17: sbox_o = 5'h18;
			5'h18: sbox_o = 5'h10;
			5'h19: sbox_o = 5'h0C;
			5'h1A: sbox_o = 5'h01;
			5'h1B: sbox_o = 5'h19;
			5'h1C: sbox_o = 5'h16;
			5'h1D: sbox_o = 5'h0A;
			5'h1E: sbox_o = 5'h0F;
			5'h1F: sbox_o = 5'h17;
		endcase 
	end : comb_sbox
endmodule : sbox
`timescale 1ns/1ps
module substitution_layer import ascon_pack::*;
	(
		input type_state sub_layer_i,
		output type_state sub_layer_o
	);
	genvar i;
	generate
		for (i=0; i < 64; i++) begin : generate_sbox  
			sbox instance_sbox
			(
				.sbox_i({sub_layer_i[0][i], sub_layer_i[1][i], sub_layer_i[2][i], sub_layer_i[3][i], sub_layer_i[4][i]}),
				.sbox_o({sub_layer_o[0][i], sub_layer_o[1][i], sub_layer_o[2][i], sub_layer_o[3][i], sub_layer_o[4][i]})
			);
		end
	endgenerate
endmodule : substitution_layer
`timescale  1ns/1ps
module xor_down import ascon_pack::*;
	(
	 input logic [255:0] data_xor_down_i,
	 input logic		 ena_xor_down_i,
	 input type_state 	 state_i,
	 output type_state 	 state_o
	 );
	assign state_o[0] = state_i[0];
	assign state_o[1] = (ena_xor_down_i) ? state_i[1] ^ data_xor_down_i[255:192] : state_i[1];
	assign state_o[2] = (ena_xor_down_i) ? state_i[2] ^ data_xor_down_i[191:128] : state_i[2];
	assign state_o[3] = (ena_xor_down_i) ? state_i[3] ^ data_xor_down_i[127: 64] : state_i[3];
	assign state_o[4] = (ena_xor_down_i) ? state_i[4] ^ data_xor_down_i[ 63:  0] : state_i[4];
endmodule : xor_down
`timescale  1ns/1ps
module xor_up import ascon_pack::*;
	(
	 input logic [63:0]	 data_xor_up_i,
	 input logic		 ena_xor_up_i,
	 input type_state 	 state_i,
	 output type_state 	 state_o
	 );
	assign state_o[0] = (ena_xor_up_i) ? state_i[0] ^ data_xor_up_i : state_i[0];
	assign state_o[1] = state_i[1];
	assign state_o[2] = state_i[2];
	assign state_o[3] = state_i[3];
	assign state_o[4] = state_i[4];
endmodule : xor_up
==> impl_report.txt <==
PHYSICAL IMPLEMENTATION REPORT
----------------------------------------------------
[Synth]
  Synthesized chip area reported by yosys ........................ 37000 um2
  Number of cell instances after yosys synthesis ........................ between 4000 and 5000
  Mean area per synthesized cell ........................ 9.17 um2
  Number of flops mapped to enable cells by yosys ........................ 0
  Fraction of post-synthesis cell area in the top cell type by area ........................ 0.217
  Synth Register Bits ........................ approximately 320
  Synth Seq Share ........................ 0.217
  Primary FF master, synth ........................ dfrtp_1
  Syn Std Cell Area ........................ between 30000 and 40000 um2
  FFs w/ async S/R, synth ........................ 1.00
  Synth warn ........................ 0
  Netlist cell types ........................ 45
  Cell type with the highest aggregate area in the netlist ........................ dfrtp_1
  Most common cell in the netlist ........................ xnor2_1
  Synth top area cells ........................ dfrtp_1 22%, xnor2_1 20%, xor2_1 9.9%, mux2i_1 7.6%, ha_1 6.0%
  Post-synthesis instance total ........................ 4030
  Post-synth top cells ........................ 851 x xnor2_1, 450 x nand2_1, 419 x xor2_1, 368 x nor2_1, 320 x dfrtp_1

[Timing]
  Final period demand of the worst path ........................ 4.37 ns
  Max frequency ........................ 229 MHz
  Post-layout period usage of the worst path ........................ 0.971
  Hold Slack ........................ 0.191 ns
  Remaining max-slew budget at the tightest pin ........................ 0.261
  Setup TNS Final ........................ 0 ns
  Unrepaired setup endpoints after global routing ........................ no
  Clk_skew ........................ 0.0277 ns
  Actual slew at the worst max-slew pin ........................ 1.11 ns
  Count of endpoints failing hold in the final timing report ........................ 0
  Final Slew Violations ........................ 0
  Final-report setup violation count ........................ 0

[Final layout]
  Layout Area Growth over Synthesis ........................ 47.9%
  Fraction of layout instances using a drive strength above 1 ........................ 0.155
  Fill cell instance count of the final layout ........................ 25400
  Area of all placed cells without fillers ........................ roughly 55000 um2
  Flip-flop count of the largest register, all copies and words added ........................ 320

[CTS]
  Root Buffer Master ........................ clkbuf_16
  Total number of H-tree levels ........................ 2
  Number of setup buffers added after CTS ........................ 0
  Clock transition at the register clock pins on the worst setup and hold paths after CTS ........................ 0.06 ns
  Total of cells resized after clock tree synthesis ........................ 0
  Clock insertion delay at the later pin of the skew report ........................ 0.68 ns
  Clock tree from TritonCTS ........................ built
  Sink count of the clock tree ........................ roughly 320
  Hold Buf Count CTS ........................ 0
  Number of buffers created by CTS ........................ approximately 49
  Max clock buf depth ........................ 3

[Power and ir drop]
  LEAKAGE ........................ about 22 nW
  Maximum vdd drop ........................ 0.409 mV
  Power density relative to cell area ........................ ~1100 nW/um2
  Power, Total ........................ 0.0608 W

[Setup path]
  Type of element capturing the critical path ........................ register
  Biggest cell delay along the critical path ........................ 0.74 ns
  CP max-delay cell ........................ xnor2_1
  Critical path, cell by cell ........................ buf_8 > buf_12 > buf_4 > mux2i_1 > buf_4 > ha_1 > a211oi_1 > a31oi_1 > ha_1 > xnor2_1 > xnor2_1 > xnor2_1 > a21oi_1
  Critical path type ........................ in -> reg
  Worst EP arrival ........................ approximately 5.0 ns
  Critical Path Fanout Max ........................ 20
  Cell seen most often among critical-path stages ........................ xnor2_1
  Launching element type of the critical path ........................ input pin
  FF-to-FF setup slack ........................ 0.90 ns
  Req. time, crit path ........................ 5.09 ns

[Global routing]
  Combined global-route utilization of all metal layers ........................ 0.239
  Largest net degree at the start of global routing ........................ 116
  Number of global-route vias before repair ........................ 34900
  Total grt overflow ........................ 0
  Antenna violations before repair ........................ 194
  Global-route wire length before repair ........................ 389 mm

[Route]
  Wire length the detailed router placed on met1 ........................ 122 mm
  Average detailed-routed wire length per instance ........................ 36.6 um
  Length of routed met3 wiring ........................ 36.7 mm
  First-iteration detailed-routing DRC count ........................ 2638
  Final wirelength ........................ between 300 and 400 mm
  Avg Vias per Cell ........................ 4.17
  Number of nets with antenna violations after routing ........................ 0
  Number of iterations in the first detailed-routing pass ........................ 8
  Max layer used ........................ met5
  Remaining routing DRC violations ........................ 0
  Via count ........................ 35500
  Met2 wirelength from detailed routing ........................ about 140 mm

[Die]
  Die ar. ........................ 256000 um2
  Number of top-level pins ........................ 970
  Effective utilization at floorplan ........................ 0.157
  Die Y ........................ 506 um
  Num rows ........................ around 180
  Area of the placeable core ........................ 235000 um2
  Die Width ........................ 506 um

[Hold path]
  Kind of path behind the tightest hold check ........................ in -> async

[Status]
  Result of the run ........................ completed

[Placement]
  Placer congestion estimate ........................ 0.995
  Final HPWL DP ........................ 276 mm
  Placed Area ........................ 52800 um2
  Number of buffer cells added on primary ports ........................ 969

[Flow run]
  Max Cap Viol ........................ 0
  Total tool warning count ........................ 144

----------------------------------------------------
==> layout make-up <==
class                   count  area, um2  share of cell area
multi-input cells        3441      27700               0.507
well taps                3150       3940              0.0721
clock buffers              64       1390              0.0253
diodes                     66        165             0.00302
clock inverters            27        309             0.00565
flip-flops and latches    320       8010               0.146
inverters                 122        458             0.00838
repair buffers           1327      12700               0.232
==> layer usage <==
| layer | track usage | vias to the layer above |
|---|---|---|
| met5 | 0 | - |
| met4 | 0.102 | 28 |
| met3 | 0.110 | 585 |
| met2 | 0.360 | 1969 |
| met1 | 0.292 | 17100 |
| li1 | - | 15900 |
==> cell families (layout without fill, tap and decap cells) <==
logic type	after synthesis	count (layout)	synth area share
xor+xnor	1341	1341	0.337
simple gates	825	825	0.0842
mux	574	574	0.183
compound gates	512	512	0.0789
flops	320	320	0.217
buf+inv	269	1540	0.0369
fa+ha+maj	189	189	0.0632
other cells	0	66	0
==> worst paths after layout <==
| path | cells past startpoint | from | to |
|---|---|---|---|
| worst min register to register | 1 | register_state_inst.register_o[119] | register_state_inst.register_o[119] |
| worst max register to register | 10 | register_state_inst.register_o[100] | register_state_inst.register_o[231] |
| worst min-delay path | 1 | resetb_i | register_state_inst.register_o[78] |
| max in group asynchronous | 3 | resetb_i | register_state_inst.register_o[74] |
| worst max-delay path | 13 | input_select_i | register_state_inst.register_o[231] |
| min in group clk0 | 1 | register_state_inst.register_o[119] | register_state_inst.register_o[119] |
==> where the power goes <==
group | total, W | internal, W | switching (W)
Sequential | 0.00787 | 0.00459 | 0.00328
Combinational | 0.0486 | 0.0214 | 0.0272
Clock | 0.00437 | 0.00251 | 0.00185
==> worst max-delay path, delay by kind of cell <==
kind / cells / cell delay, ns
fa+ha+maj: 2 / 0.81
compound gates: 3 / 0.48
mux: 1 / 0.51
xor+xnor: 3 / 1.17
buf+inv: 4 / 1.02
==> placed cells by master (no fill, tap or decap), types with 66 or more instances in the layout <==
cell type and instances:
nand2_1 450, diode_2 66, dfrtp_1 320, inv_1 122, mux2i_2 96, a21oi_1 276
buf_4 335, clkdlybuf4s50_1 964, ha_1 178, nor2_1 368, mux2_2 162, xnor2_1 846
xor2_1 414, mux2i_1 278
==> stage by stage <==
stage                      util  setup slack [ns]  std cells
final                     0.232             0.131       8517
after CTS                 0.232             0.238       8451
after global placement    0.225            -0.448       8360
after global routing      0.232             0.289       8497
after floorplan               -             0.108       4030
after detailed placement  0.225            -0.479       8360
No activity file was given, so power comes from the tool's default toggle rates.
